===== /design/flow/config.mk =====
export PLATFORM = sky130hd
export DESIGN_NAME = RCA_64b
export DESIGN_NICKNAME = RCA_64b
export VERILOG_FILES = /design/flow/design.v
export SDC_FILE = /design/flow/constraint.sdc
export NUM_CORES = 4
export LEC_CHECK = 1
export CORE_UTILIZATION = 40

===== /design/flow/design.v =====
`timescale 1ns / 1ps
module AND_T_2(out, in1, in2);
input in1, in2;
output out;
and		#1		and1(out, in1, in2);
endmodule
`timescale 1ns / 1ps
module AND_T_3(out, in1, in2, in3);
input in1, in2, in3;
output out;
and		#0		and1(out, in1, in2, in3);
endmodule
`timescale 1ns / 1ns
module FA_str(c_out, sum, a, b, c_in);
input		a, b, c_in;  
output	c_out, sum;  
wire		not_a, not_b, not_c;
wire		and1_out, and2_out, and3_out, and4_out, and5_out, and6_out, and7_out;
not	   not1		(not_a, a);
not	   not2		(not_b, b);
not	   not3		(not_c, c_in);
AND_T_3		and1		(and1_out, a, not_b, not_c);
AND_T_3		and2		(and2_out, not_a, b, not_c);
AND_T_3		and3		(and3_out, not_a, not_b, c_in);
AND_T_3		and4		(and4_out, a, b, c_in);
OR_T_4		or1		(sum, and1_out, and2_out, and3_out, and4_out);
AND_T_2		and5		(and5_out, a, c_in);
AND_T_2		and6		(and6_out, b, c_in);
AND_T_2		and7		(and7_out, a, b);
OR_T_3		or2		(c_out, and5_out, and6_out, and7_out);
endmodule
`timescale 1ns / 1ps
module OR_T_3(out, in1, in2, in3);
input in1, in2, in3;
output out;
or		#1		or1 (out, in1, in2, in3);
endmodule
`timescale 1ns / 1ps
module OR_T_4(out, in1, in2, in3, in4);
input in1, in2, in3, in4;
output out;
or		#0		or1 (out, in1, in2, in3, in4);
endmodule
`timescale 1ns / 1ps
module RCA_16b(
    input [15:0]a,
    input [15:0]b, 
    input c_in,
    output wire [15:0]sum, 
    output c_out
);   
wire c1,c2,c3;
fourbit_FA_str  fourbit1    (a[3:0],b[3:0],c_in,sum[3:0],c1);
fourbit_FA_str  fourbit2    (a[7:4],b[7:4],c1,sum[7:4],c2);
fourbit_FA_str  fourbit3    (a[11:8],b[11:8],c2,sum[11:8],c3);
fourbit_FA_str  fourbit4    (a[15:12],b[15:12],c3,sum[15:12],c_out);
endmodule
`timescale 1ns / 1ps
module RCA_64b(
    input [63:0]a,
    input [63:0]b, 
    input c_in,
    output wire [63:0]sum, 
    output c_out
);   
wire c1,c2,c3;
RCA_16b  sixteenbit1    (a[15:0],b[15:0],c_in,sum[15:0],c1);
RCA_16b  sixteenbit2    (a[31:16],b[31:16],c1,sum[31:16],c2);
RCA_16b  sixteenbit3    (a[47:32],b[47:32],c2,sum[47:32],c3);
RCA_16b  sixteenbit4    (a[63:48],b[63:48],c3,sum[63:48],c_out);
endmodule
`timescale 1ns / 1ps
module fourbit_FA_str(
    input [3:0]a,
    input [3:0]b, 
    input c_in,
    output wire [3:0]sum, 
    output c_out
);   
wire c1,c2,c3;
FA_str  FA1 (c1,sum[0],a[0],b[0],c_in);
FA_str  FA2 (c2,sum[1],a[1],b[1],c1);
FA_str  FA3 (c3,sum[2],a[2],b[2],c2);
FA_str  FA4 (c_out,sum[3],a[3],b[3],c3);
endmodule

===== /design/flow/constraint.sdc =====
current_design RCA_64b

set clk_period 33.8
set clk_io_pct 0.2

create_clock -name clk0 -period $clk_period

set non_clock_inputs [all_inputs -no_clocks]
set_input_delay [expr $clk_period * $clk_io_pct] -clock clk0 $non_clock_inputs
set_output_delay [expr $clk_period * $clk_io_pct] -clock clk0 [all_outputs]

===== /design/flow/run.sh =====
#!/bin/bash
# OpenROAD 26Q1-2900-gdf79404cd8, Yosys 0.63+post, stock flow scripts
make -C /OpenROAD-flow-scripts/flow DESIGN_CONFIG=/design/flow/config.mk WORK_HOME=/design/flow/orfs finish

==> results.cfg <==
; flow metrics
[synth]
ys_sh_simple_pct = 0
synth.avg_cell_area_sq_um = 13.4
logic_family = adder cells
fa_ha_area_share_pct = 70.9
synth.cellmix.compoundShare_pct = 0
synth.largest_area_cell = fa_1
mux_share_pct = 0
ys_seq_share_pct = 0
syn_area_sq_mm = 0.00179
ys_types = 5
topCellsByArea = fa_1 (70%), buf_4 (27%), xor3_1 (1.3%)
ys_chip_area_sq_mm = 0.00179
ys_cells = 134
yosysWarnings = 0
synth_top_area_share_pct = 70.3
syn_inst = 134
ys_sh_xor_pct = 1.32

[floorplan]
fp_util_pct = 43.3
ios = 194
fp.dieW_um = 69.0
rows = 23
dieHeight_um = 69.0

[placed_design]
io_buffer_count = 194
place.gp.congestion = 0.797

[outcome]
status = stopped before the end
lastStage = detailed placement
tool.error = [ERROR DPL-0036] Detailed placement failed.
logic make-up after synthesis:
logic type	Yosys count
XOR/XNOR	1
adder cells (fa/ha/maj)	64
buffers and inverters	69
per-stage QoR:
step	instances	hold WS, ns	setup slack [ns]	instance area, sq um	TNS [ns]
floorplan	134	13.62	-1.36	1970	-5.83
global placement	314	14.59	-2.84	3490	-17.35
Yosys cell counts:
| master | count |
|---|---|
| inv_1 | 5 |
| buf_4 | 64 |
| maj3_1 | 1 |
| xor3_1 | 1 |
| fa_1 | 63 |
