## design.v

```verilog
`timescale 1ns / 1ps
module AND_T_2(out, in1, in2);
input in1, in2;
output out;
and		#1		and1(out, in1, in2);
endmodule
`timescale 1ns / 1ps
module AND_T_3(out, in1, in2, in3);
input in1, in2, in3;
output out;
and		#0		and1(out, in1, in2, in3);
endmodule
`timescale 1ns / 1ns
module FA_str(c_out, sum, a, b, c_in);
input		a, b, c_in;  
output	c_out, sum;  
wire		not_a, not_b, not_c;
wire		and1_out, and2_out, and3_out, and4_out, and5_out, and6_out, and7_out;
not	   not1		(not_a, a);
not	   not2		(not_b, b);
not	   not3		(not_c, c_in);
AND_T_3		and1		(and1_out, a, not_b, not_c);
AND_T_3		and2		(and2_out, not_a, b, not_c);
AND_T_3		and3		(and3_out, not_a, not_b, c_in);
AND_T_3		and4		(and4_out, a, b, c_in);
OR_T_4		or1		(sum, and1_out, and2_out, and3_out, and4_out);
AND_T_2		and5		(and5_out, a, c_in);
AND_T_2		and6		(and6_out, b, c_in);
AND_T_2		and7		(and7_out, a, b);
OR_T_3		or2		(c_out, and5_out, and6_out, and7_out);
endmodule
`timescale 1ns / 1ps
module OR_T_3(out, in1, in2, in3);
input in1, in2, in3;
output out;
or		#1		or1 (out, in1, in2, in3);
endmodule
`timescale 1ns / 1ps
module OR_T_4(out, in1, in2, in3, in4);
input in1, in2, in3, in4;
output out;
or		#0		or1 (out, in1, in2, in3, in4);
endmodule
`timescale 1ns / 1ps
module carry_select_16bit(
    input [15:0]a,
    input [15:0]b, 
    input c_in,
    output wire [15:0]sum, 
    output c_out
    );
wire c_out1_0,c_out1_1; wire [3:0]sum1_0; wire [3:0]sum1_1;    
wire c_out2_0,c_out2_1; wire [3:0]sum2_0; wire [3:0]sum2_1;    
wire c_out3_0,c_out3_1; wire [3:0]sum3_0; wire [3:0]sum3_1;    
wire c_out4_0,c_out4_1; wire [3:0]sum4_0; wire [3:0]sum4_1;    
wire c_out1,c_out2,c_out3;
carry_select_4bit   cs_4b10   (a[3:0], b[3:0], 0, sum1_0, c_out1_0);  
carry_select_4bit   cs_4b11   (a[3:0], b[3:0], 1, sum1_1, c_out1_1);  
assign c_out1 = (c_in == 0)? c_out1_0:  
                             c_out1_1;
assign sum[3:0] = (c_in == 0)? sum1_0:  
                               sum1_1;
carry_select_4bit   cs_4b20   (a[7:4], b[7:4], 0, sum2_0, c_out2_0);
carry_select_4bit   cs_4b21   (a[7:4], b[7:4], 1, sum2_1, c_out2_1);
assign c_out2 = (c_out1 == 0)? c_out2_0:  
                               c_out2_1;
assign sum[7:4] = (c_out1 == 0)? sum2_0:  
                                 sum2_1;
carry_select_4bit   cs_4b30   (a[11:8], b[11:8], 0, sum3_0, c_out3_0);
carry_select_4bit   cs_4b31   (a[11:8], b[11:8], 1, sum3_1, c_out3_1);
assign c_out3 = (c_out2 == 0)? c_out3_0:  
                               c_out3_1;
assign sum[11:8] = (c_out2 == 0)? sum3_0:  
                                 sum3_1;
carry_select_4bit   cs_4b40   (a[15:12], b[15:12],  0 , sum4_0, c_out4_0);
carry_select_4bit   cs_4b41   (a[15:12], b[15:12],  1 , sum4_1, c_out4_1);
assign c_out = (c_out3 == 0)? c_out4_0:  
                              c_out4_1;
assign sum[15:12] = (c_out3 == 0)? sum4_0:  
                                 sum4_1;
endmodule
`timescale 1ns / 1ps
module carry_select_4bit(
    input [3:0]a,
    input [3:0]b, 
    input c_in,
    output wire [3:0]sum, 
    output c_out
    );
wire c_out1_0,c_out1_1,sum1_0,sum1_1;    
wire c_out2_0,c_out2_1,sum2_0,sum2_1;    
wire c_out3_0,c_out3_1,sum3_0,sum3_1;    
wire c_out4_0,c_out4_1,sum4_0,sum4_1;    
FA_str      FA1_0   (c_out1_0, sum1_0, a[0],b[0],0); 
FA_str      FA1_1   (c_out1_1, sum1_1, a[0],b[0],1); 
FA_str      FA2_0   (c_out2_0, sum2_0, a[1], b[1], c_out1_0);
FA_str      FA2_1   (c_out2_1, sum2_1, a[1], b[1], c_out1_1);
FA_str      FA3_0   (c_out3_0, sum3_0, a[2], b[2], c_out2_0);
FA_str      FA3_1   (c_out3_1, sum3_1, a[2], b[2], c_out2_1);
FA_str      FA4_0   (c_out4_0, sum4_0, a[3], b[3], c_out3_0);
FA_str      FA4_1   (c_out4_1, sum4_1, a[3], b[3], c_out3_1);
assign c_out = (c_in == 0) ?    c_out4_0:  
                                c_out4_1;  
assign sum = (c_in == 0)    ?   {sum4_0,sum3_0,sum2_0,sum1_0}:  
                                {sum4_1,sum3_1,sum2_1,sum1_1};  
endmodule
`timescale 1ns / 1ps
module carry_select_64bit(
    input [63:0]a,
    input [63:0]b, 
    input c_in,
    output wire [63:0]sum, 
    output c_out
    );
wire c_out1_0,c_out1_1; wire [15:0]sum1_0; wire [15:0]sum1_1;    
wire c_out2_0,c_out2_1; wire [15:0]sum2_0; wire [15:0]sum2_1;    
wire c_out3_0,c_out3_1; wire [15:0]sum3_0; wire [15:0]sum3_1;    
wire c_out4_0,c_out4_1; wire [15:0]sum4_0; wire [15:0]sum4_1;    
wire c_out1,c_out2,c_out3;
carry_select_16bit   cs_16b10   (a[15:0], b[15:0], 0, sum1_0, c_out1_0);  
carry_select_16bit   cs_16b11   (a[15:0], b[15:0], 1, sum1_1, c_out1_1);  
assign c_out1 = (c_in == 0)? c_out1_0:  
                             c_out1_1;
assign sum[15:0] = (c_in == 0)? sum1_0:  
                               sum1_1;
carry_select_16bit   cs_16b20   (a[31:16], b[31:16], 0, sum2_0, c_out2_0);
carry_select_16bit   cs_16b21   (a[31:16], b[31:16], 1, sum2_1, c_out2_1);
assign c_out2 = (c_out1 == 0)? c_out2_0:  
                               c_out2_1;
assign sum[31:16] = (c_out1 == 0)? sum2_0:  
                                 sum2_1;
carry_select_16bit   cs_16b30   (a[47:32], b[47:32], 0, sum3_0, c_out3_0);
carry_select_16bit   cs_16b31   (a[47:32], b[47:32], 1, sum3_1, c_out3_1);
assign c_out3 = (c_out2 == 0)? c_out3_0:  
                               c_out3_1;
assign sum[47:32] = (c_out2 == 0)? sum3_0:  
                                 sum3_1;
carry_select_16bit   cs_16b40   (a[63:48], b[63:48],  0 , sum4_0, c_out4_0);
carry_select_16bit   cs_16b41   (a[63:48], b[63:48],  1 , sum4_1, c_out4_1);
assign c_out = (c_out3 == 0)? c_out4_0:  
                              c_out4_1;
assign sum[63:48] = (c_out3 == 0)? sum4_0:  
                                 sum4_1;
endmodule
```

## run.sh

```bash
#!/bin/bash
# OpenROAD 26Q1-2900-gdf79404cd8, Yosys 0.63+post, stock flow scripts
make -C /OpenROAD-flow-scripts/flow DESIGN_CONFIG=/design/flow/config.mk WORK_HOME=/design/flow/orfs finish
```

## config.mk

```make
export PLATFORM = sky130hd
export DESIGN_NAME = carry_select_64bit
export DESIGN_NICKNAME = carry_select_64bit
export VERILOG_FILES = /design/flow/design.v
export SDC_FILE = /design/flow/constraint.sdc
export NUM_CORES = 4
export LEC_CHECK = 1
export CORE_UTILIZATION = 40
```

## constraint.sdc

```tcl
current_design carry_select_64bit

set clk_period 13.6
set clk_io_pct 0.2

create_clock -name clk0 -period $clk_period

set non_clock_inputs [all_inputs -no_clocks]
set_input_delay [expr $clk_period * $clk_io_pct] -clock clk0 $non_clock_inputs
set_output_delay [expr $clk_period * $clk_io_pct] -clock clk0 [all_outputs]
```

==> flow_summary.ini <==
; flow metrics
[run_status]
status = complete, no violations

[synth]
yosysCellCount = 392
postSynthAreaPerCell_um2 = 11.0
top_cell = fa_1
ys_seq_share = 0
netlist_area_um2 = 4320
yosys.area.top_type = fa_1
top_cell_area_share = 0.445
ys_area_um2 = 4320
synth_warnings = 18
synthTopCellsByArea = fa_1 45%, ha_1 9.3%, mux2_2 7.6%
ys_types = 45
syn_inst = 392
top_cells_by_count = 96 x fa_1, 53 x inv_1, 42 x nand2_1

[die]
die_width_um = 106
io_pins = 194
rows = 37
core_area_um2 = 10400
die_h_um = 106
die-area_um2 = 11200
fp_util = 0.414

[detailed_routing]
drtPass1Iterations = 4
ant_nets = 0
vias = 3418
routed_wl_um = 9530
drc = 0
wl_per_cell_um = 13.4
antenna_cells = 0
drtIter0Drc = 80
viasPerCell = 4.79

[final_timing]
slew_headroom = 0.589
fin_tns_setup_ns = 0
finalHoldViolCount = 0
timing.hold.ws_ns = 6.51
maxSlewViolCount = 0
min_period_ns = 10.04
setup_viol_count_final = 0
worst_slew_pin_slew_ns = 0.600
rsz0062_at_grt = false
max_freq_mhz = 99.6
final.period_utilization = 0.738

[cells_and_area]
synthToLayoutAreaGrowth_pct = 47.2
nFlopsAndLatches = 0
seq_area_um2 = 0
nClkBuffers = 0
fill_cells = 846
fin_cells = 713
drive_gt1_frac = 0.102
logic_area_um2 = 4050

[critical_path]
arrival_ns = 7.32
start_kind = primary input
critPathCaptureType = output pin
critPathKind = primary input to output pin
worstPathRequired_ns = 10.88
cp_max_fo = 19

[cts]
post_cts_buffers = 0
cts-resized-gates = 0
hold_buffers = 0

[placement]
gp_congestion = 0.833
numPlacedInstances = 713
dp_hpwl_um = 8720
io_buffers = 194

[global_routing]
antenna_found_initial = 0
overflow = 0
grt_util_all_layers = 0.185
grt_max_degree = 20
grt_pass1_vias = 3697
grt_pass1_wl_um = 16200

[hold_path]
hp-class = primary input to output pin

[run]
warnings = 49
cap_violations = 0

[power_and_ir_drop]
power_density_nw_per_um2 = 65.6
p_leak_nw = 2.63
vdd_drop_max_uv = 33.8
==> worst paths after layout <==
kind	cells after the start	startpoint	endpoint
max	14	b[32]	sum[60]
min	5	b[20]	sum[20]
==> layout by cell type (no fill, tap or decap), drive strengths merged, types with 2 or more instances in the layout <==
cell type      synthesis  final
a211oi                 3      3
a21boi                 3      3
a21oi                  3      3
a221o                  5      5
a221oi                 2      2
a22o                   6      6
a22oi                  8      8
a311o                  3      3
and2                   4      4
and4                   5      5
clkdlybuf4s50          0    194
fa                    96     96
ha                    32     32
inv                   53     53
mux2                  41     41
mux2i                 21     21
nand2                 42     42
nand2b                10     10
nand3                  7      7
nand3b                 6      6
nor2                   8      8
nor2b                  2      2
o21ai                  2      2
or2                    2      2
or3b                   2      2
xnor2                  7      7
xor2                   6      6
==> cell type report <==
cell class                 count  area share
multi-input combinational    330       0.636
timing repair buffer         194       0.306
inverter                      53      0.0313
tap                          136      0.0268
==> metal layers <==
| layer | track usage | routed length [um] |
|---|---|---|
| met5 | 0 | 0 |
| met4 | 0.00496 | 34 |
| met3 | 0.0208 | 559 |
| met2 | 0.339 | 4950 |
| met1 | 0.257 | 3990 |
==> worst max-delay path, cell delays in order <==
cell and delay (ns):
clkdlybuf4s50_1 0.43, inv_1 0.07, ha_1 0.13, inv_1 0.05, fa_1 0.38, fa_1 0.39
fa_1 0.46, mux2i_2 0.32, mux2i_2 0.41, mux2i_4 0.47, nand3_2 0.39, and4_1 0.35
a211oi_1 0.23, clkdlybuf4s50_1 0.51
==> where the power goes <==
| part | switching (W) | internal [W] | total, W | leakage (nW) |
|---|---|---|---|---|
| Combinational | 0.000153 | 0.000264 | 0.000417 | 2.63 |
| Sequential | 0 | 0 | 0 | 0 |
| Clock | 0 | 0 | 0 | 0 |
==> kinds of logic after synthesis <==
group	after synthesis	share of synthesized area
AOI/OAI and AO/OA	38	0.0829
xor gates and xnor gates	13	0.0264
adders and majority gates	128	0.538
buffers and inverters	62	0.0629
muxes	62	0.183
and+or+nand+nor	89	0.107
==> metrics by stage <==
step	worst slack (ns)	util	total power [W]	cell area, um2
after floorplan	5.02	-	0.000210	4320
after CTS	3.58	0.610	0.000424	6360
after detailed placement	3.60	0.610	0.000421	6360
after global placement	3.64	0.610	0.000419	6360
after global routing	3.30	0.610	0.000464	6360
final	3.56	0.610	0.000417	6360
Power and IR drop assume default switching activity.
