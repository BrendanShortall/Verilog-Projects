File: ./design.v
module DFF(D,      
           Q,      
			  Write,  
			  Reset,  
			  Clk);   
	input D;
	input Write;
	input Reset;
	input Clk;
	output Q;
	reg data;
	assign Q= data;
	always @ (posedge Clk)
	if (Reset) begin
		data <= 1'b0;
	end  else begin
		if(Write)
			data <= D; 
	end
endmodule
`timescale 1ns / 1ps
module Ideal_ALU(R1, R2, R3, ALUOp);
	parameter	word_size = 32;		 
	input  [word_size-1:0] R2, R3;
	input	 [2:0]			  ALUOp;
	output reg [word_size-1:0] R1;	 
 always @ (R2, R3, ALUOp)				 
	begin
		case (ALUOp)
			3'h0: R1 = R2;
			3'h1: R1 = ~R2;
			3'h2: R1 = (R2 + R3);
			3'h3: R1 = (R2 - R3);
			3'h4: R1 = (R2 | R3);
			3'h5: R1 = (R2 & R3);
			3'h6: R1 = (($signed(R2) < $signed(R3))? 1:0);	
		endcase
	end
endmodule
`timescale 1ns / 1ps
module Pipeline(
    input clk,
    input rst,
    input [31:0] InstrIn,
    input S1_WriteEnable,
    output [31:0] Out
    );
    wire [4:0] S3_WriteSelect;
    wire S3_WriteEnable;    
    wire [4:0] S1_ReadSelect1;
	wire [4:0] S1_ReadSelect2;
	wire [4:0] S1_WriteSelect;
	wire [2:0] AluOp; 
	wire [15:0] imm; 
	wire data_src;
    S1_Register S1_reg  (.clk(clk), .rst(rst), .InstrIn(InstrIn), .S1_ReadSelect1(S1_ReadSelect1),
                     .S1_ReadSelect2(S1_ReadSelect2), .S1_WriteSelect(S1_WriteSelect), .S1_WriteEnable(S1_WriteEnable),
                     .AluOp(AluOp), .imm(imm), .data_src(data_src));
   wire [31:0] Reg_S2_ReadData1;
   wire [31:0] Reg_S2_ReadData2;
   nbit_register_file  reg_file    (.WriteData(Out), .ReadData1(Reg_S2_ReadData1), .ReadData2(Reg_S2_ReadData2),
                                     .ReadSelect1(S1_ReadSelect1),.ReadSelect2(S1_ReadSelect2),.WriteSelect(S3_WriteSelect),
                                     .WriteEnable(S3_WriteEnable), .Reset(rst), .Clk(clk));    
   wire [31:0] S2_ReadData1;
   wire [31:0] S2_ReadData2;
   wire [4:0] S2_WriteSelect;
   wire S2_WriteEnable;
   wire [2:0] S2_AluOp; 
   wire [15:0] S2_imm; 
   wire S2_data_src;
   S2_Register  S2_reg  (.clk(clk), .rst(rst), .Reg_ReadData1(Reg_S2_ReadData1),
                     .Reg_ReadData2(Reg_S2_ReadData2), .S1_WriteSelect(S1_WriteSelect), .S1_WriteEnable(S1_WriteEnable),
                     .S1_AluOp(AluOp), .S1_imm(imm), .S1_data_src(data_src), .S2_ReadData1(S2_ReadData1), 
                     .S2_ReadData2(S2_ReadData2), .S2_WriteSelect(S2_WriteSelect), .S2_WriteEnable(S2_WriteEnable),
                     .S2_AluOp(S2_AluOp), .S2_imm(S2_imm), .S2_data_src(S2_data_src) );  
   reg [31:0] mux_out;  
    always @*  begin
        case(S2_data_src)
            1'b0 : mux_out = S2_ReadData2;
            1'b1 : mux_out = S2_imm;
        endcase  
    end 
   wire [31:0] alu_out;
   Ideal_ALU    alu (.R1(alu_out), .R2(S2_ReadData1), .R3(mux_out), .ALUOp(S2_AluOp));    
    S3_Register  S3_reg  (.clk(clk), .rst(rst), .alu_out(alu_out), .S2_WriteSelect(S2_WriteSelect), 
                        .S2_WriteEnable(S2_WriteEnable), .out(Out), .S3_WriteSelect(S3_WriteSelect),
                        .S3_WriteEnable(S3_WriteEnable));
endmodule
`timescale 1ns / 1ps
module S1_Register(
    input clk,
	input rst,
	input [31:0] InstrIn,
	output reg [4:0] S1_ReadSelect1,
	output reg [4:0] S1_ReadSelect2,
	output reg [4:0] S1_WriteSelect,
	output reg S1_WriteEnable,
	output reg [2:0] AluOp,  
	output reg [15:0] imm,  
	output reg data_src     
    );
    always @(posedge clk) begin
        if (rst) begin
 			S1_ReadSelect1 <= 5'd0;
			S1_ReadSelect2 <= 5'd0;
			S1_WriteSelect <= 5'd0;
			S1_WriteEnable <= 1'b0;
			AluOp <= 3'b0;
			imm <= 16'b0;
			data_src <= 1'b0;
			end       
        else begin
            data_src <= InstrIn[29];
            AluOp <= InstrIn[28:26];
            S1_WriteSelect <= InstrIn[25:21];
            S1_ReadSelect1 <= InstrIn[20:16];
            S1_ReadSelect2 <= InstrIn[15:11];
            imm <= InstrIn[15:0];
            S1_WriteEnable <= 1'b1; 
        end
   end
endmodule
`timescale 1ns / 1ps
module S2_Register(
    input clk,
	input rst,
	input [31:0] Reg_ReadData1,     
	input [31:0] Reg_ReadData2,     
	input [4:0] S1_WriteSelect,      
	input S1_WriteEnable,       
	input [2:0] S1_AluOp,       
	input [15:0] S1_imm,        
	input S1_data_src,          
	output reg [31:0] S2_ReadData1,     
	output reg [31:0] S2_ReadData2,     
	output reg [4:0] S2_WriteSelect,    
	output reg S2_WriteEnable,          
	output reg [2:0] S2_AluOp,  
	output reg [15:0] S2_imm,  
	output reg S2_data_src     
    );
    always @ (posedge clk) begin
        if (rst) begin
            S2_ReadData1 <= 32'b0;
            S2_ReadData2 <= 32'b0;
            S2_WriteSelect <= 5'b0;
            S2_WriteEnable <= 1'b0;
            S2_AluOp <= 3'b0;
            S2_imm <= 16'b0;
            S2_data_src <= 1'b0;
            end
        else begin
            S2_ReadData1 <= Reg_ReadData1;
            S2_ReadData2 <= Reg_ReadData2;
            S2_WriteSelect <= S1_WriteSelect;
            S2_WriteEnable <= S1_WriteEnable;
            S2_AluOp <= S1_AluOp;
            S2_imm <= S1_imm;
            S2_data_src <= S1_data_src;
            end
    end    
endmodule
`timescale 1ns / 1ps
module S3_Register(
    input clk,
	input rst,
	input [31:0] alu_out,
	input [4:0] S2_WriteSelect,
	input S2_WriteEnable,
	output reg [31:0] out,
	output reg [4:0] S3_WriteSelect,
	output reg S3_WriteEnable
    );
    always @ (posedge clk) begin
        if(rst) begin
            out <= 32'b0;
            S3_WriteEnable <= 1'b0;
            S3_WriteSelect <= 5'b0;
            end
        else begin
            out <= alu_out;
            S3_WriteSelect <= S2_WriteSelect;
            S3_WriteEnable <= S2_WriteEnable;
            end
    end
endmodule
module nbit_demux(DeMuxIn,    
                  DeMuxOut,   
						DeMuxSel);  
parameter SELECT_WIDTH = 3;
input  DeMuxIn;
input  [SELECT_WIDTH-1:0] DeMuxSel;
output [2 ** SELECT_WIDTH-1:0] DeMuxOut;
wire [2 ** SELECT_WIDTH-1:0] select;
generate
	genvar i;  
	assign select[2 ** SELECT_WIDTH-1:0] = 2 ** DeMuxSel[SELECT_WIDTH-1:0];
	for(i= 0;i< 2 ** SELECT_WIDTH;i= i+1)
	begin:demux_loop
		assign DeMuxOut[i] = DeMuxIn & select[i];
	end	
endgenerate
endmodule
module nbit_register_file(WriteData,    
                          ReadData1,    
                          ReadData2,    
                          ReadSelect1,  
                          ReadSelect2,  
                          WriteSelect,  
                          WriteEnable,  
                          Reset,        
                          Clk);         
parameter REG_SELECT_WIDTH = 5;
parameter DATA_WIDTH = 32;
input [DATA_WIDTH-1:0]       WriteData;
input [REG_SELECT_WIDTH-1:0] ReadSelect1;
input [REG_SELECT_WIDTH-1:0] ReadSelect2;
input [REG_SELECT_WIDTH-1:0] WriteSelect;
input WriteEnable;
input Reset;
input Clk;
output [DATA_WIDTH-1:0] ReadData1;
output [DATA_WIDTH-1:0] ReadData2;
wire [DATA_WIDTH-1:0] w_reg_to_outmux [2 ** REG_SELECT_WIDTH-1:0];
wire [2 ** REG_SELECT_WIDTH-1:0] w_write_select;
assign ReadData1 = w_reg_to_outmux[ReadSelect1];
assign ReadData2 = w_reg_to_outmux[ReadSelect2];
nbit_demux #(REG_SELECT_WIDTH) writeselect (WriteEnable, w_write_select, WriteSelect);
generate
	genvar i,j;  
	for(i= 0;i< DATA_WIDTH;i= i+1)
	begin:reg_loop1
		 for(j= 0;j< 2 ** REG_SELECT_WIDTH;j= j+1)
		 begin:reg_loop2
			 DFF DFFS (WriteData[i],w_reg_to_outmux[j][i],w_write_select[j],Reset,Clk);
		 end
	end
endgenerate
endmodule
File: ./config.mk
export PLATFORM = sky130hd
export DESIGN_NAME = Pipeline
export DESIGN_NICKNAME = Pipeline
export VERILOG_FILES = /design/flow/design.v
export SDC_FILE = /design/flow/constraint.sdc
export NUM_CORES = 4
export LEC_CHECK = 1
export CORE_UTILIZATION = 50
File: ./constraint.sdc
current_design Pipeline

set clk_period 5.1
set clk_io_pct 0.2

create_clock -name clk0 -period $clk_period [get_ports {clk}]

set non_clock_inputs [all_inputs -no_clocks]
set_input_delay [expr $clk_period * $clk_io_pct] -clock clk0 $non_clock_inputs
set_output_delay [expr $clk_period * $clk_io_pct] -clock clk0 [all_outputs]
File: ./run.sh
#!/bin/bash
# OpenROAD 26Q1-2900-gdf79404cd8, Yosys 0.63+post, stock flow scripts
make -C /OpenROAD-flow-scripts/flow DESIGN_CONFIG=/design/flow/config.mk WORK_HOME=/design/flow/orfs finish
==> ci_impl_report.md <==
### Yosys + OpenROAD results

| Metric | Value |
|---|---|
| XOR/XNOR Fraction of Synth Area | less than 1% |
| Simple Share, Synth | about a fifth |
| Dominant flop cell | dfxtp_1 |
| Mux share | less than 1% |
| Ys async rst share | 0% |
| Largest area contributor in the netlist | dfxtp_1 |
| Ys cells | 7528 |
| Stopped at | 1_2_yosys |
| Yosys top cell area share | just over 40% |
| Dominant combinational family | AND-OR/OR-AND gates |
| Most frequent cells after synthesis | 2113 x nand2_1, 1188 x a21oi_1, 1183 x dfxtp_1, 628 x clkbuf_1, 338 x a22oi_1 |
| Top cells by area | dfxtp_1 41%, nand2_1 14%, a21oi_1 10% |
| Run Error | ERROR: Found 1 problems in 'check -assert'. |
| Outcome | stopped before the end |
| Ys flops | around 1.2k |
| Synth warn | 7 |
| Synth top cell by count | nand2_1 |
| Yosys Chip Area | 57470 sq um |
| Yosys aoi share | ~28% |
| Cell Type Count | 84 |
| Post-synth EDFFs | 0 |
| FA/HA/MAJ Cells, Area Fraction | around 2.8% |
## kinds of logic after synthesis
| logic type | count (synthesis) |
|---|---|
| and+or+nand+nor | 2921 |
| xor gates and xnor gates | 9 |
| adders and majority gates | 126 |
| buffers and inverters | 820 |
| AOI/OAI and AO/OA | 2418 |
| DFF | 1183 |
| latches | 32 |
| muxes | 19 |
